<file path="design.v">
`timescale 1ns / 1ps
module bin_hex(
    input  		[3:0] in,
    output reg [6:0] segments
    );
	 always@(*)
	 begin
		case(in)
			0: 	segments = 7'b000_0001;  
			1: 	segments = 7'b100_1111;  
			2: 	segments = 7'b001_0010;  
			3: 	segments = 7'b000_0110;  
			4: 	segments = 7'b100_1100;  
			5: 	segments = 7'b010_0100;  
			6: 	segments = 7'b010_0000;  
			7: 	segments = 7'b000_1110;  
			8: 	segments = 7'b000_0000;  
			9:		segments = 7'b000_0100;  
			10:	segments = 7'b000_1000;  
			11:	segments = 7'b110_0000;  
			12:	segments = 7'b011_0001;  
			13:	segments = 7'b100_0010;  
			14:	segments = 7'b011_0000;  
			15:	segments = 7'b011_1000;  
		endcase
	 end
endmodule
`timescale 1ns / 1ps
module multiplexed_display(
    input rst_async_la_i,
    input clk_50MHz_i,
    input  [3:0] Ain,
    input  [3:0] Bin,
    input  [3:0] Cin,
    input  [3:0] Din,
    output [6:0] segments,
    output [3:0] T
    );
	 wire [3:0] w_mux_deco;
	 wire [7:0] w_count;
	 mux_4to1_4bits mux (
		.a(Ain),
		.b(Bin),
		.c(Cin),
		.d(Din),
		.s(w_count[1:0]),
		.y(w_mux_deco)
	 );
	 bin_hex decoder (
		.in(w_mux_deco),
		.segments(segments)
	 );
	 soft_gtv gtv (
		.rst(rst_async_la_i),
		.clk(clk_50MHz_i),
		.mode(3'b001),
		.evnt(1'd0),
		.count(w_count)
	 );
	 one_cold oc (
		.in(w_count[1:0]),
		.out(T)
	 );
endmodule
`timescale 1ns / 1ps
module mux_4to1_4bits(
		input      [3:0] a,
		input      [3:0] b,
		input      [3:0] c,
		input  	  [3:0] d,
		input		  [1:0] s,
		output reg [3:0] y
    );
	 always@(*)
	 begin
		case(s)
			0:	y = a;
			1: y = b;
			2: y = c;
			default: y = d;
		endcase
	 end
endmodule
`timescale 1ns / 1ps
module one_cold(
    input 		[1:0] in,
    output reg [3:0] out
    );
	always@(*)
	begin
		case(in)
			0: out = 4'b1110;
			1: out = 4'b1101;
			2: out = 4'b1011;
			default: out = 4'b0111;
		endcase
	end
endmodule
`timescale 1ns / 1ps
module soft_gtv(
    input rst,
	 input clk,
    input spd_btn,
    input [2:0] mode,
    input evnt,
    output [7:0] count
    );
    reg evnt_ff;
    reg gtv_tm_flg;
	 wire gtv_ev_flg;
    reg [7:0] gtv_cnt;
	 reg [7:0] gtv_cnt_ff;
	 reg [26:0] base_cnt;
	 reg [26:0] base_cnt_ff;
	 reg [28:0] spd_ff;
	 assign count = gtv_cnt_ff;
	 always @(posedge clk)
	   evnt_ff <= evnt;
	 assign gtv_ev_flg = evnt & ~evnt_ff;
	 always @(posedge clk or posedge rst)
	   if (rst) spd_ff <= 28'b0;
		else spd_ff <= spd_ff + spd_btn;
	 always @* begin
	   gtv_tm_flg = 1'b0;
		base_cnt = base_cnt_ff;
	   if (base_cnt_ff == (27'd250000-27'd1+spd_ff[28:4])) begin
		  gtv_tm_flg = 1'b1;
		  base_cnt = 27'b0;
		end else begin
		  base_cnt = base_cnt_ff + 27'b1;
		end
	 end
	 always @(posedge clk) begin
	   base_cnt_ff <= base_cnt;
	 end
	 always @* begin
	   gtv_cnt = gtv_cnt_ff;
	   case (mode)
		  0: if(gtv_tm_flg) gtv_cnt = gtv_cnt_ff - 8'b1;
		  1: if(gtv_tm_flg) gtv_cnt = gtv_cnt_ff + 8'b1;
		  4: if(gtv_ev_flg) gtv_cnt = gtv_cnt_ff - 8'b1;
		  5: if(gtv_ev_flg) gtv_cnt = gtv_cnt_ff + 8'b1;
		  default: gtv_cnt = gtv_cnt_ff;
		endcase
	 end
	 always @(posedge clk or posedge rst) begin
	   if (rst) gtv_cnt_ff <= 8'b0;
		else gtv_cnt_ff <= gtv_cnt;
	 end
endmodule
</file>
<file path="run.sh">
#!/bin/bash
# OpenROAD 26Q1-2900-gdf79404cd8, Yosys 0.63+post, stock flow scripts
make -C /OpenROAD-flow-scripts/flow DESIGN_CONFIG=/design/flow/config.mk WORK_HOME=/design/flow/orfs finish
</file>
<file path="config.mk">
export PLATFORM = sky130hd
export DESIGN_NAME = multiplexed_display
export DESIGN_NICKNAME = multiplexed_display
export VERILOG_FILES = /design/flow/design.v
export SDC_FILE = /design/flow/constraint.sdc
export NUM_CORES = 4
export LEC_CHECK = 1
export CORE_AREA = 10 10 110 110
export DIE_AREA = 0 0 120 120
</file>
<file path="constraint.sdc">
current_design multiplexed_display

set clk_period 5.2
set clk_io_pct 0.2

create_clock -name clk0 -period $clk_period [get_ports {clk_50MHz_i}]

set non_clock_inputs [all_inputs -no_clocks]
set_input_delay [expr $clk_period * $clk_io_pct] -clock clk0 $non_clock_inputs
set_output_delay [expr $clk_period * $clk_io_pct] -clock clk0 [all_outputs]
</file>
==> job_summary.md <==
## Synthesis and layout report

| Metric | Value |
|---|---|
| Run status | `finished, final reports clean` |
| Worst supply voltage drop on vdd | `0.000132 V` |
| Register area | `591 um2` |
| Fp util | `16.9%` |
| Synthesis-stage register bit count | `29` |
| Total wirelength of the detailed-routed design | `3.49 mm` |
| Diodes inserted | `0` |
| Chip footprint | `14400 um2` |
| Final Setup Violations | `0` |
| Pre-CTS WS | `971 ps` |
| Post-detail-place hpwl | `2.73 mm` |
| Final worst path period share | `81.4%` |
| Hold Crit Depth | `1` |
| Kind of path behind the tightest hold check | `reg2reg` |
| Setup Crit Path Kind | `in2out` |
| Die width | `120 um` |
| Count of clock tree sinks | `29` |
| Leakage power of the design | `0.846 nW` |
| DRC marker count from the first detailed-route iteration | `70` |
| Top achievable clock speed | `236 MHz` |
| Number of failing hold endpoints at the final stage | `0` |
| Via count | `1311` |
| Proportion of synthesized chip area in sequential cells | `35.7%` |
| Area growth from synthesis to layout | `31.8%` |
| Detailed Routing Iterations Pass 1 | `5` |
| Logic area | `972 um2` |
| Via count of the first global-routing pass | `1264` |
| Arrival time reported for the critical path endpoint | `3190 ps` |
| Cell area reported after detailed placement | `2070 um2` |
| Standard cell core area | `9770 um2` |
| Insertion delay at the late pin of the worst-skew pair | `280 ps` |
| Highest net fanout along the worst path | `5` |
| Number of inserted filler cells in the final layout | `1048` |
| Async SR Flop Fraction | `6.90%` |
| Tally of unique sky130hd cells used after synthesis | `40` |
| Transition time at the pin with the least slew margin | `634 ps` |
| Max-cap violation count | `0` |
| Fin crit period | `4230 ps` |
| Share of cells above drive strength 1 | `8.10%` |
| Critical Path, Cell by Cell | `clkdlybuf4s50_1 > a222oi_1 > a21oi_1 > inv_1 > ha_1 > o21ai_0 > mux2i_1 > clkdlybuf4s50_1` |
| Cell count after synthesis | `179` |
| First-pass GRT wire length | `6.12 mm` |
| Number of gates resized after CTS | `0` |
| Number of buffer cells added on primary ports | `28` |
| Number of warning messages in the logs | `32` |
| Leading register cell type out of synthesis | `dfxtp_1` |
| Setup clock skew after layout | `8.63 ps` |
| Largest net degree at the start of global routing | `13` |
| # IOs | `29` |
| Max-slew headroom at the worst pin | `57.4%` |
| Slowest-stage cell, CP | `clkdlybuf4s50_1` |
| Mapped cell area | `1650 um2` |
| Final routed wire length divided by cell count | `10.2 um` |
| Final Core Density | `22.3%` |
| Clock tree buffer depth | `2` |
| Number of flops mapped to enable cells by yosys | `0` |
| DRC violations left | `0` |
| Length in cells of the worst reg-to-reg path | `5` |
| Power density over the cells | `223 nW/um2` |
| Register-to-Register Setup Slack | `2880 ps` |
| Total track usage | `4.92%` |
| Most numerous cell on the critical path | `clkdlybuf4s50_1` |
| Die height | `120 um` |
| Unrepaired setup endpoints after global routing | `no` |
| Ys cells | `179` |
| Ys Warns | `5` |
| Largest stage delay on the critical path | `500 ps` |
| Rows | `36` |
| Critical path startpoint category | `input port` |
| Sum of internal, switching and leakage power | `0.487 mW` |
| YS chip area | `1650 um2` |
| TNS Setup | `0 ps` |
| Setup slack of the critical path after layout | `968 ps` |
| # hold bufs at CTS | `0` |
| Design Area, Final | `2180 um2` |
| GPL Wtd Cong | `0.826` |
| Clk pin slew, worst setup/hold paths | `60 ps` |
| Max-slew violation count | `0` |
| CTS root buf | `clkbuf_8` |
| CTS tree | `yes` |
| Antenna violations before repair | `0` |
| Data required, critical path | `4160 ps` |
| Remaining antenna violation count | `0` |
| Total congestion overflow after global routing | `0` |
| CTS buffer count | `5` |
| Synthesized area divided by synthesized cell count | `9.24 um2` |
| Post-CTS Setup Inserts | `0` |
| Maximum level of the CTS H-tree | `2` |
| Mean number of vias per cell | `3.82` |
| Element type at the critical path end | `output pin` |
==> cells in the mapped netlist, types with 3 or more instances <==
cell type  number  area share, %
dfxtp_1        27             33
xnor2_1        16            8.5
inv_1          14            3.2
ha_1           11            8.3
nand4_1        11            4.2
nand3_1         9            2.7
and3_1          8            3.0
nand2_1         8            1.8
xor2_1          8            4.2
nor2_1          6            1.4
mux2i_1         5            3.0
nor2b_1         5            1.9
o21ai_0         5            1.5
a21oi_1         4            1.2
buf_2           4            1.2
mux2_2          4            2.7
or3_1           4            1.5
a222oi_1        3            1.8
and4_1          3            1.6
==> flip-flops by register name (all words and copies together), names as in the netlist <==
| name | flops |
|---|---|
| gtv.base_cnt_ff | 27 |
| gtv.gtv_cnt_ff | 2 |
==> placed cells by master (no fill, tap or decap), types with 5 or more instances in the layout <==
master            n
clkbuf_8          5
nand4_1          11
xnor2_1          16
o21ai_0           5
dfxtp_1          27
nand2_1           8
nor2b_1           5
xor2_1            8
nor2_1            6
clkdlybuf4s50_1  28
inv_1            14
and3_1            8
ha_1             11
nand3_1           9
mux2i_1           5
==> worst paths after layout <==
path	start	endpoint
hold / removal	gtv.base_cnt_ff[0]$_SDFF_PN0_	gtv.base_cnt_ff[0]$_SDFF_PN0_
min in group asynchronous	rst_async_la_i	gtv.gtv_cnt_ff[0]$_DFFE_PP0N_
max in group asynchronous	rst_async_la_i	gtv.gtv_cnt_ff[1]$_DFFE_PP0N_
hold reg to reg	gtv.base_cnt_ff[0]$_SDFF_PN0_	gtv.base_cnt_ff[0]$_SDFF_PN0_
setup / recovery	Bin[0]	segments[5]
setup reg to reg	gtv.base_cnt_ff[0]$_SDFF_PN0_	gtv.gtv_cnt_ff[1]$_DFFE_PP0N_
==> report_power, final <==
group          switching (mW)  internal (mW)  total [mW]
registers                   0          0.222       0.222
clock network          0.0805          0.142       0.222
logic                  0.0140         0.0278      0.0418
==> layout make-up <==
type,instances,share of cell area (%)
clock buffer,6,3.33
clock inverter,2,1.61
inverter,15,2.58
multi-input combinational,129,44.6
sequential,29,27.1
tap,133,7.63
timing repair buffer,29,13.2
==> kinds of logic after synthesis <==
family | synth area share [%]
DFF | 35.7
adders and majority gates | 8.32
and+or+nand+nor | 24.4
buffers and inverters | 5.52
muxes | 5.75
xor gates and xnor gates | 12.7
AOI/OAI and AO/OA | 7.64
==> worst max-delay path: cells and delay by family <==
family	cells	cell delay (ps)
AOI/OAI and AO/OA	3	530
adders and majority gates	1	310
muxes	1	180
buffers and inverters	3	1130
==> stage by stage <==
step | hold slack [ps] | cells
after global placement | 442 | 335
after floorplan | 426 | 179
after detailed placement | 455 | 335
after CTS | 469 | 343
final | 461 | 343
after global routing | 496 | 343
==> per-layer routing <==
layer,up-vias,share of wire [%],track usage [%]
met5,-,0,0
met4,0,1.5,0.603
met3,5,5.0,1.43
met2,22,45,7.77
met1,583,49,6.73
li1,701,-,-
Power is estimated from default activity; no workload was simulated.
