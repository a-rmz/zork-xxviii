==> flow/design.v <==
module vga_control
#(parameter WIDTH=10'd640, HEIGHT=10'd480)(
  input            clk_50,		 
  input				 rst,
  output reg [9:0] pixel_column,		 
  output reg [9:0] pixel_row,			 
  output reg       horiz_sync_out,	 
  output reg       vert_sync_out,	    
  output reg       disable_print
  );
  reg clk_25 = 0;					 
  reg horiz_sync = 0;			 
  reg vert_sync = 0;				 
  wire video_on;					 
  reg video_on_v = 0;			 
  reg video_on_h = 0;			 
  reg [9:0] v_count = 0;		 
  reg [9:0] h_count = 0;		 
  reg [20:0] Scrn_cntr =0;		 
  assign video_on = video_on_h && video_on_v;
  always @(posedge clk_50) clk_25 <= ~clk_25;
  always @(posedge clk_25, negedge rst)
  if(~rst)
		begin
			h_count <= 0;
			v_count <= 0;
		end
	else
  begin
    if ( h_count == (10'd800) )
      h_count <= 10'd0;
    else
      h_count <= h_count + 1;
    if (( h_count < (10'd752)) && (h_count > (10'd656)) )
      horiz_sync <= 1'b0;
    else
      horiz_sync <= 1'b1;
    if ( h_count <= WIDTH )
    begin
      video_on_h <= 1'b1;
      pixel_column <= h_count;
    end
    else
      video_on_h <= 1'b0;
	 if (( v_count > 10'd521 ) && ( h_count > 10'd799 ))
    begin
      v_count <= 10'd0;
		Scrn_cntr <= Scrn_cntr + 1;
    end
    else if ( h_count == 10'd799 )
      v_count <= v_count + 1'b1;
    if (( v_count < 10'd492 ) && ( v_count > 10'd490 ))
      vert_sync <= 1'b0;
    else
      vert_sync <= 1'b1;
    if ( v_count <= HEIGHT )
    begin
      video_on_v <= 1'b1;
      pixel_row <= v_count;
    end
    else
      video_on_v <= 1'b0;
    disable_print <= video_on;
    horiz_sync_out <= horiz_sync;
    vert_sync_out <= vert_sync;
  end
endmodule
==> flow/run.sh <==
#!/bin/bash
# OpenROAD 26Q1-2900-gdf79404cd8, Yosys 0.63+post, stock flow scripts
make -C /OpenROAD-flow-scripts/flow DESIGN_CONFIG=/design/flow/config.mk WORK_HOME=/design/flow/orfs finish
==> flow/config.mk <==
export PLATFORM = sky130hd
export DESIGN_NAME = vga_control
export DESIGN_NICKNAME = vga_control
export VERILOG_FILES = /design/flow/design.v
export SDC_FILE = /design/flow/constraint.sdc
export NUM_CORES = 4
export LEC_CHECK = 1
export CORE_UTILIZATION = 50
==> flow/constraint.sdc <==
current_design vga_control

set clk_period 1.8
set clk_io_pct 0.2

create_clock -name clk0 -period $clk_period [get_ports {clk_50}]

set non_clock_inputs [all_inputs -no_clocks]
set_input_delay [expr $clk_period * $clk_io_pct] -clock clk0 $non_clock_inputs
set_output_delay [expr $clk_period * $clk_io_pct] -clock clk0 [all_outputs]
==> reports/qor.yml <==
port_buffers: 24
swShare_pct: 36.7
dieWidth_um: 66.1
crit_arrival_ns: 0.34
unclocked_pins: 47
timing.rr.end: "clk_25"
comb_power_share_pct: 44.7
ios: 25
fin_ws_ns: 1.35
syn_area_mm2: 0.00205
synth.distinct_cells: 39
drt-pass1-iter-count: 4
cts_resized: 0
worstPathRequired_ns: 1.69
power_density_mw_per_mm2: 23.3
switchingPower_w: 0.0000202
ys_warn_count: 1
leakagePower_nw: 0.889
hp-class: "flip-flop to flip-flop"
min_delay_path_depth: 1
post-route-min-period_ns: 0.454
die_area_mm2: 0.00437
path_buffers: 1
clock_skew_ns: 0
intPower_w: 0.0000347
vias: 1180
status: "finished, final reports clean"
ys_area_mm2: 0.00205
min_to: "clk_25"
cp_cell_sequence: "inv_1"
slowest_delay_ns: 0.30
drc_errors: 0
reg2reg_depth: 1
dieHeight_um: 66.1
rsz0062_at_grt: "no"
fin_setup_tns_ns: 0
dp_hpwl_mm: 2.12
overflow: 0
cp-end-kind: "flip-flop"
grt_pass1_vias: 1040
clock_latency_ns: 0
drt_iter0_drc: 38
grt_max_degree: 48
max_freq_ghz: 2.20
viasPerCell: 5.27
cts.clk_slew.worst_paths_ns: 0
setup_violations: 0
syn_to_final_growth_pct: 14.5
pwr-share-seq_pct: 55.3
place_congestion: 0.884
drv_cap: 0
period_used_pct: 25.2
grt_util_all_layers_pct: 16.0
antenna_found_initial: 0
finalWirelength_mm: 2.91
yosys-stat-cells: 154
worstHoldStart: "clk_25"
clkPwrFrac_pct: 0
core_area_mm2: 0.00380
post_cts.repair.setup_buffers: 0
maxSlewHeadroom_pct: 62.5
wire_per_inst_um: 13.0
drv_slew: 0
reg2reg_slack_ns: 1.35
holdBufCountCts: 0
start_kind: "flip-flop"
syn-instance-count: 154
avgSynthCellArea_um2: 13.3
untimed_endpoints: 97
startpoint: "clk_25"
n_antenna_cell: 0
grt_pass1_wl_mm: 5.05
place_ws_ns: 1.34
row_count: 22
fp-utilization_pct: 54.1
drive_above_1_share_pct: 3.98
crit_fanout: 2
path_class: "flip-flop to flip-flop"
final_antenna_net_count: 0
slowest_stage: "dfxtp_1"
synth_seq_share_pct: 64.8
max_slew.worst_pin.slew_ns: 0.555
ys_ff: 48
critical-path-top-delay-family: "flip-flops"
finalHoldViolations: 0
worstReg2RegStart: "clk_25"
ir_worst_vdd_mv: 0.0932
warnings: 33
[cells in the mapped netlist, drive strengths merged]
cell	n	area, um2
and2	3	18.8
buf	1	5.00
nor4b	2	17.5
a21boi	1	7.51
xor2	1	8.76
and4	1	8.76
nand3	7	35.0
nand2	3	11.3
xnor2	10	87.6
nand4bb	1	27.5
dfxtp	1	20.0
a31oi	1	12.5
nor4	5	46.3
inv	8	30.0
a22o	1	8.76
o31ai	1	7.51
or4b	1	10.0
nand3b	1	7.51
a21oi	4	20.0
clkbuf	3	12.5
and3	2	12.5
or3	2	12.5
edfxtp	27	811
a21o	2	15.0
nor2	17	63.8
nand2b	1	6.26
nor2b	2	12.5
ha	6	75.1
mux2i	2	20.0
nand4	6	52.6
nor3	4	25.0
nor4bb	1	10.0
dfrtp	20	500
nand4b	1	8.76
o21ai	5	25.0
[flip-flops by register name (all words and copies together), names as in the netlist, 10 cells and up]
register	cells
h_count	10
v_count	10
pixel_row	10
pixel_column	10
[how the worst max path moves through the flow]
stage,end,slack (ns),cells past startpoint
5_1_grt,clk_25,1.32,1
6_report,clk_25,1.35,1
4_1_cts,clk_25,1.34,1
[logic make-up (layout without fill, tap and decap cells)]
kind of cell             Yosys count  after routing  synth area share, %
AND/OR/NAND/NOR                   60             60                 18.8
adder cells (fa/ha/maj)            6              6                 3.66
AND-OR/OR-AND                     15             15                 4.69
buffers and inverters             12             34                 2.32
flip-flops                        48             48                 64.8
XOR/XNOR                          11             11                 4.69
multiplexers                       2              2                0.975
[area by class of cell]
class | count | area (um2)
multi-input combinational | 94 | 674
inverter | 8 | 30.0
fill | 289 | 1450
sequential | 48 | 1330
timing repair buffer | 26 | 255
tap | 48 | 60.1
[power by group through the flow]
stage / clock [W] / combinational, W / sequential (W)
6_report: 0 / 0.0000245 / 0.0000303
5_1_grt: 0 / 0.0000286 / 0.0000304
4_1_cts: 0 / 0.0000258 / 0.0000304
[routing by layer]
layer	track usage (%)	vias up	share of wire, %
met5	0	-	0
met4	0	0	0
li1	-	606	-
met2	22.8	24	43
met3	0.524	0	3.8
met1	32.8	550	53
[metrics by stage]
| step | instances | hold slack, ns | power (W) | cell area [um2] | utilization, % |
|---|---|---|---|---|---|
| final | 224 | 0.364 | 0.0000549 | 2350 | 61.9 |
| after global routing | 224 | 0.381 | 0.0000590 | 2350 | 61.9 |
| after CTS | 224 | 0.368 | 0.0000562 | 2350 | 61.9 |
| after detailed placement | 224 | 0.366 | 0.0000563 | 2350 | 61.9 |
| after global placement | 224 | 0.361 | 0.0000554 | 2350 | 61.9 |
| after floorplan | 154 | 0.703 | 0.0000378 | 2050 | - |
[cells in the final DEF, fill, tap and decap left out, drive strengths merged, types with 2 or more instances in the layout]
master         Yosys  layout
a21o               2       2
a21oi              4       4
and2               3       3
and3               2       2
buf                1       2
clkdlybuf4s50      0      24
dfrtp             20      20
edfxtp            27      27
ha                 6       6
inv                8       8
mux2i              2       2
nand2              3       3
nand3              7       7
nand4              6       6
nor2              17      17
nor2b              2       2
nor3               4       4
nor4               5       5
nor4b              2       2
o21ai              5       5
or3                2       2
xnor2             10      10
No activity file was given, so power comes from the tool's default toggle rates.
