--- flow/config.mk ---
export PLATFORM = sky130hd
export DESIGN_NAME = game_control
export DESIGN_NICKNAME = game_control
export VERILOG_FILES = /design/flow/design.v
export SDC_FILE = /design/flow/constraint.sdc
export NUM_CORES = 4
export LEC_CHECK = 1
export CORE_AREA = 10 10 85 85
export DIE_AREA = 0 0 95 95
--- flow/constraint.sdc ---
current_design game_control

set clk_period 2.7
set clk_io_pct 0.2

create_clock -name clk0 -period $clk_period [get_ports {clk_50MHz_i}]

set non_clock_inputs [all_inputs -no_clocks]
set_input_delay [expr $clk_period * $clk_io_pct] -clock clk0 $non_clock_inputs
set_output_delay [expr $clk_period * $clk_io_pct] -clock clk0 [all_outputs]
--- flow/design.v ---
`timescale 1ns / 1ps
module PIPO
#(parameter DW = 4)
	(
	input [DW-1:0] D_i,
	input Enable_i,
	input clk_50MHz_i,
	input rst_async_la_i,
	input preset_async_ha_i,
	output reg [DW-1:0] Q_o
    );
	 always@(posedge clk_50MHz_i, negedge rst_async_la_i, posedge preset_async_ha_i)
	 if(!rst_async_la_i)
		Q_o <= {DW{1'b0}};
	 else if(preset_async_ha_i)
		Q_o <= {DW{1'b1}};
	 else if(Enable_i)
		Q_o <= D_i;
endmodule
`timescale 1ns / 1ps
module forbidden_moves(
  input rst_async_la_i,
  input clk_50MHz_i,
  input [2:0] posx,
  input [1:0] posy,
  input [2:0] dir,
  input valid,
  output reg [2:0] positionx,
  output reg [1:0] positiony
    );
  localparam  [2:0] UP = 3'b000, DOWN = 3'b111, RIGHT = 3'b101, LEFT = 3'b010, NONE = 3'b100;
  reg [2:0] new_posx;
  reg [1:0] new_posy;
  reg valid_move;
  wire [2:0] last_direction;
  reg enable_move;
  always @ ( * ) begin
    case ( { posy, posx } )
      {2'd0, 3'd3}: valid_move <= 1'b0;
      {2'd0, 3'd6}: valid_move <= 1'b0;
      {2'd1, 3'd4}: valid_move <= 1'b0;
      {2'd2, 3'd0}: valid_move <= 1'b0;
      {2'd2, 3'd2}: valid_move <= 1'b0;
      {2'd2, 3'd6}: valid_move <= 1'b0;
      {2'd3, 3'd2}: valid_move <= 1'b0;
      {2'd3, 3'd6}: valid_move <= 1'b0;
      default: valid_move <= 1'b1;
    endcase
  end
  PIPO #(.DW(3)) last_dir (
    .D_i( dir ),
    .Enable_i( !valid_move ),
    .clk_50MHz_i(clk_50MHz_i),
    .rst_async_la_i(rst_async_la_i),
    .preset_async_ha_i(1'b0),
    .Q_o(last_direction)
  );
  always @ ( * ) begin
    if( !valid_move )
      enable_move <= ( ~dir == last_direction ) & valid;
    else
      enable_move <= valid;
  end
  always @ ( * ) begin
    case( { enable_move, dir } )
    { 1'b1, UP }:
      begin
        new_posy <= posy - 1;
        new_posx <= posx;
      end
    { 1'b1, RIGHT }:
      begin
        new_posx <= posx + 1;
        new_posy <= posy;
      end
    { 1'b1, DOWN }:
      begin
        new_posy <= posy + 1;
        new_posx <= posx;
      end
    { 1'b1, LEFT }:
      begin
        new_posx <= posx - 1;
        new_posy <= posy;
      end
    default:
      begin
        new_posx <= posx;
        new_posy <= posy;
      end
    endcase
  end
  always @ ( * ) begin
    positionx <= new_posx;
    positiony <= new_posy;
  end
endmodule
`timescale 1ns / 1ps
module game_control(
  input clk_50MHz_i,
  input rst_async_la_i,
  input [3:0] key_in,
  input enable_move,
  output reg [4:0] address,
  output [4:0] step_count,
  output out_of_steps,
  output reg in_key_pos,
  output reg in_exit_pos
    );
  localparam  [3:0] grid_max_x = 7;
  localparam  [3:0] grid_max_y = 3;
  localparam  [2:0] UP = 3'b000, DOWN = 3'b111, RIGHT = 3'b101, LEFT = 3'b010, NONE = 3'b100;
  reg [2:0] posx;                
  reg [1:0] posy;                
  wire [2:0] new_posx;            
  wire [1:0] new_posy;            
  reg [2:0] dir;                 
  reg enable_move_sync;          
  wire valid_move;               
  always @ (posedge clk_50MHz_i) begin
    enable_move_sync <= enable_move;
  end
  always @ ( * ) begin
    case(key_in)
      4'h2: dir <= UP;
      4'h6: dir <= RIGHT;
      4'h8: dir <= DOWN;
      4'h4: dir <= LEFT;
      default: dir <= NONE;
    endcase
  end
  assign valid_move = enable_move_sync & (
    (dir == UP && posy > 0) |
    (dir == DOWN && posy < grid_max_y) |
    (dir == LEFT && posx > 0) |
    (dir == RIGHT && posx < grid_max_x)
  );
  forbidden_moves forbidden_moves (
    .rst_async_la_i( rst_async_la_i ),
    .clk_50MHz_i( clk_50MHz_i ),
    .posx( posx ),
    .posy( posy ),
    .dir( dir ),
    .valid( valid_move ),
    .positionx( new_posx ),
    .positiony( new_posy )
  );
  mod_n_backwards #( .DW(5), .N(30)) step_counter(
    .enable_i(enable_move_sync & valid_move),
    .clk_50MHz_i(clk_50MHz_i),
    .rst_async_la_i(rst_async_la_i),
    .enable_o(out_of_steps),
    .count_o(step_count)
  );
  always @ (posedge clk_50MHz_i, negedge rst_async_la_i ) begin
    if(!rst_async_la_i)
      begin
        posx <= grid_max_x;
        posy <= grid_max_y;
      end
    else
      begin
        posx <= new_posx;
        posy <= new_posy;
      end
  end
  always @ ( posedge clk_50MHz_i ) begin
    in_key_pos <= ( (posx == 3'd0) && (posy == 2'd3) );
    in_exit_pos <= ( (posx == 3'd4) && (posy == 2'd0) );
    address <= { posy, posx };
  end
  endmodule
`timescale 1ns / 1ps
module mod_n_backwards
#(parameter DW=4, N=10)
(
    input enable_i,
    input clk_50MHz_i,
    input rst_async_la_i,
	  output enable_o,
    output reg [DW-1:0] count_o
    );
	 reg [DW-1:0] input_reg_PIPO;
	 reg comparator_o;
	 assign enable_o = comparator_o & enable_i;
	 always@*
	 begin
		comparator_o <= (count_o == 0);
		if(comparator_o)
			input_reg_PIPO <= {DW{1'b0}};
		else
			input_reg_PIPO <= count_o - 1'b1;
	 end
	always@(posedge clk_50MHz_i, negedge rst_async_la_i)
	 begin
		if(!rst_async_la_i)
			count_o <= N-1;
		else if(enable_i)
			count_o <= input_reg_PIPO;
	 end
endmodule
--- flow/run.sh ---
#!/bin/bash
# OpenROAD 26Q1-2900-gdf79404cd8, Yosys 0.63+post, stock flow scripts
make -C /OpenROAD-flow-scripts/flow DESIGN_CONFIG=/design/flow/config.mk WORK_HOME=/design/flow/orfs finish
==> reports/metrics.cfg <==
[clocking]
insertion_delay_ns=0.25
cts-root-buf=clkbuf_8
cts_tree=built
cts_max_path_buffers=2
cts_buffers=3
htree_levels=1
clkSinkCount=21
clk_pin_slew_ns=0.07

[synthesis]
synth-main-ff-cell=dfstp_2
simple_gate_area_share_pct=23.01
postSynthSeqShare_pct=41.53
mux_share_pct=2.615
ys_area_sq_mm=0.001196
async_flop_share_pct=61.90
edf_count=0
synth_xor_xnor_area_share_pct=5.858
ys.flops=21
ys_cells=116
synth_warnings=5
synth_cell_types=48
syn_area_sq_mm=0.001196
aoi_share_pct=15.17
ys_top_logic_family=simple AND/OR/NAND/NOR gates
syn_inst=116
syn_avg_cell_area_sq_um=10.31
adder_share_pct=2.720

[global_routing]
antenna_found_initial=0
grt_most_used_layer=met2
grtUsageMet3_pct=2.404
grt_pass1_vias=940
use_met2_pct=9.725
grt_start_max_net_pins=14
grt_usage_pct=5.989
grt_pass1_wl_um=4422
grt.overflow.total=0
met1_usage_pct=7.772

[worst_setup_path]
startpoint_type=input pin
regToRegStartpoint=posy[1]
required_ns=2.88
critPathKind=input pin to flip-flop
crit_path_end_kind=flip-flop
path_max_fanout=8
crit_start=key_in[3]
crit_arrival_ns=2.77

[pwr]
p_total_w=0.0006775
power_density_mw_per_mm2=416.8
p_leak_nw=0.6498
ir_worst_vdd_v=0.0002851

[place]
portBuffers=19
dp_cells=214
routabilityCongestion=0.8251
placed_cell_area_sq_mm=0.001509
dp_hpwl_um=1970

[drt]
ant_nets=0
dr.pass1.iters=4
antenna_cells=0
vias=968
routed_wl_um=2614
drc=0
wl_per_cell_um=11.67
drtIter0Drc=113
via_per_inst=4.321

[floorplan]
num_rows=27
die_w_um=95
dieArea_sq_mm=0.009025
core_sq_mm=0.005473
pin_count=20
die_h_um=95
initial_utilization_pct=21.86

[cells_and_area]
fin_cells=224
final-comb-area_sq_um=626.9
final_core_utilization_pct=29.70
regArea_sq_um=496.7
nFillCells=581
syn2layout_area_growth_pct=35.88
drive_gt1_share_pct=34.87
post-route-cell-area_sq_mm=0.001625

[sta]
holdWs_ns=0.4462
hold_viol_final=0
finalClockPeriodUsage_pct=95.71
worst_pin_slew_ns=0.6409
rsz0062_at_grt=no
min_period_ns=2.584
maxSlewHeadroom_pct=57.14
setup_viol=0
fmaxAchievable_mhz=387.0
fin_worst_skew_ns=0.003096
finalMaxSlewViolations=0

[outcome]
status=complete, no violations

[run]
max-cap-violations=0
log.warning_count=25

[hold_path]
hold_path.class=flip-flop to flip-flop
holdCritStartpoint=posy[1]

==> through the flow <==
stage                     worst slack [ns]  TNS (ns)
after detailed placement           -0.5182    -1.147
after global routing              0.006603         0
after global placement             -0.4888    -1.087
after CTS                         0.002049         0
final                               0.1159         0
after floorplan                    0.05141         0
==> worst paths after layout <==
kind | to | slack, ns | cells after the start
setup / recovery | posx[2] | 0.12 | 11
hold / removal | address[4] | 0.45 | 0
setup reg to reg | posx[2] | 0.16 | 10
hold reg to reg | address[4] | 0.45 | 0
max in group asynchronous | step_counter.count_o[1] | 1.61 | 1
min in group asynchronous | forbidden_moves.last_dir.Q_o[0] | 0.68 | 1
==> state kept, by name (all words and copies together), names as in the netlist <==
name	flops
address	5
step_counter.count_o	5
in_key_pos	1
posy	2
forbidden_moves.last_dir.Q_o	3
enable_move_sync	1
posx	3
in_exit_pos	1
==> report_power, final <==
group / leakage [nW] / total [W] / switching [W] / internal, W
logic: 0.418 / 0.000131 / 0.0000615 / 0.0000700
clock network: 0.0228 / 0.000198 / 0.0000932 / 0.000105
registers: 0.209 / 0.000348 / 0.0000170 / 0.000331
total: 0.650 / 0.000677 / 0.000172 / 0.000506
==> cell usage in the layout (no fill, tap or decap), types with 3 or more instances in the layout <==
cell	n
dfxtp_1	8
inv_1	4
nor4_1	3
buf_4	20
dfrtp_1	4
nor2_1	9
o31ai_1	3
dfstp_2	9
xor2_1	3
o21ai_0	3
xnor2_1	4
nor3_1	3
clkbuf_8	3
nand3_1	3
nand2_1	13
clkdlybuf4s50_1	14
==> area by class of cell <==
class	count	area share [%]
repair buffers	41	21.63
clock buffers	4	2.771
flip-flops and latches	21	30.56
inverters	4	0.9238
multi-input cells	82	38.57
well taps	72	5.543
==> cell usage after synthesis, types with 4 or more instances <==
library cell,number,area share (%)
nor2_1,10,3.1
xnor2_1,4,2.9
dfxtp_1,8,13
inv_1,4,1.3
dfstp_2,9,20
nand2_1,13,4.1
xor2_1,4,2.9
buf_6,5,4.7
dfrtp_1,4,8.4
==> metal layers <==
layer	vias up	wire length, um
li1	487	-
met1	458	1203
met2	19	1184
met3	4	209
met4	0	17
met5	-	0
==> cells by family after synthesis <==
logic type	count (synthesis)
and+or+nand+nor	46
AOI/OAI and AO/OA	23
DFF	21
buffers and inverters	13
xor gates and xnor gates	8
muxes	3
adders and majority gates	2
==> timing repair <==
item	4_1_cts	5_1_grt
hold buffers	0	0
pin swaps	12	9
endpoints found under the setup margin	2	1
resized	13	7
setup buffers	4	3
==> worst max-delay path, cell delays in order <==
cell	delay, ns
clkdlybuf4s15_2	0.24
buf_4	0.17
a2bb2oi_1	0.15
o32ai_2	0.23
buf_4	0.15
o211ai_2	0.08
or3_4	0.34
fa_2	0.34
xnor2_1	0.13
nor3_1	0.23
xor2_1	0.17
Power and IR drop assume default switching activity.
